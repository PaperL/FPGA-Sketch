--- flow/design.v ---
module op_lut_process_sm
  #(parameter C_S_AXIS_DATA_WIDTH	= 512,
    parameter C_S_AXIS_TUSER_WIDTH	= 128,
    parameter NUM_QUEUES		= 8,
    parameter NUM_QUEUES_WIDTH		= log2(NUM_QUEUES)
  )
  ( 
   input                              in_fifo_vld,
   input [C_S_AXIS_DATA_WIDTH-1:0]    in_fifo_tdata,
   input                              in_fifo_tlast,
   input [C_S_AXIS_TUSER_WIDTH-1:0]   in_fifo_tuser,
   input [C_S_AXIS_DATA_WIDTH/8-1:0]  in_fifo_keep,
   output reg                         in_fifo_rd_en,
   input                              is_arp_pkt,
   input                              is_ip_pkt,
   input                              is_for_us,
   input                              is_broadcast,
   input                              eth_parser_info_vld,
   input      [NUM_QUEUES_WIDTH-1:0]  mac_dst_port_num,
   input      [47:0]                  next_hop_mac,
   input      [NUM_QUEUES-1:0]        output_port,
   input                              arp_lookup_hit,  
   input                              lpm_lookup_hit,  
   input                              arp_mac_vld,     
   input                              is_from_cpu,
   input      [NUM_QUEUES-1:0]        to_cpu_output_port,    
   input      [NUM_QUEUES-1:0]        from_cpu_output_port,  
   input                              is_from_cpu_vld,
   input      [NUM_QUEUES_WIDTH-1:0]  input_port_num,
   input                              ip_checksum_vld,
   input                              ip_checksum_is_good,
   input                              ip_hdr_has_options,
   input      [15:0]                  ip_new_checksum,      
   input                              ip_ttl_is_good,
   input      [7:0]                   ip_new_ttl,
   input                              dest_ip_hit,
   input                              dest_ip_filter_vld,
   output reg                         rd_preprocess_info,
   output reg                         		out_tvalid,
   output reg [C_S_AXIS_DATA_WIDTH-1:0]		out_tdata,
   output reg [C_S_AXIS_TUSER_WIDTH-1:0]	out_tuser,      
   input                              		out_tready,
   output reg [C_S_AXIS_DATA_WIDTH/8-1:0]  	out_keep,
   output reg					out_tlast,
   output reg                         pkt_sent_from_cpu,               
   output reg                         pkt_sent_to_cpu_options_ver,     
   output reg                         pkt_sent_to_cpu_bad_ttl,         
   output reg                         pkt_sent_to_cpu_dest_ip_hit,     
   output reg                         pkt_forwarded,	               
   output reg                         pkt_dropped_checksum,            
   output reg                         pkt_sent_to_cpu_non_ip,          
   output reg                         pkt_sent_to_cpu_arp_miss,        
   output reg                         pkt_sent_to_cpu_lpm_miss,        
   output reg                         pkt_dropped_wrong_dst_mac,       
   input  [47:0]                      mac_0,     
   input  [47:0]                      mac_1,     
   input  [47:0]                      mac_2,     
   input  [47:0]                      mac_3,     
   input reset,
   input clk
   );
   function integer log2;
      input integer number;
      begin
         log2=0;
         while(2**log2<number) begin
            log2=log2+1;
         end
      end
   endfunction  
   localparam NUM_STATES          = 5;
   localparam WAIT_PREPROCESS_RDY = 1;
   localparam MOVE_TUSER    	  = 2;
   localparam CHANGE_PKT     	  = 4;
   localparam SEND_PKT         	  = 8;
   localparam DROP_PKT            = 16;
   localparam C_AXIS_SRC_PORT_POS = 16;
   localparam C_AXIS_DST_PORT_POS = 24;
   wire                 preprocess_vld;
   reg [NUM_STATES-1:0]		state;
   reg [NUM_STATES-1:0]		state_next;
   reg				out_tvalid_next;
   reg				out_tlast_next;
   reg [C_S_AXIS_DATA_WIDTH-1:0]	out_tdata_next;
   reg [C_S_AXIS_TUSER_WIDTH-1:0]	out_tuser_next;
   reg [C_S_AXIS_DATA_WIDTH/8-1:0]	out_keep_next;
   reg [47:0]           src_mac_sel;
   reg [NUM_QUEUES-1:0] dst_port;
   reg [NUM_QUEUES-1:0] dst_port_next;
   reg                  to_from_cpu;
   reg                  to_from_cpu_next;
   assign preprocess_vld = eth_parser_info_vld & arp_mac_vld
                         & is_from_cpu_vld & ip_checksum_vld & dest_ip_filter_vld;
   always @(*) begin
      case(output_port)
        'h1: src_mac_sel       = mac_0;
        'h4: src_mac_sel       = mac_1;
        'h10: src_mac_sel      = mac_2;
        'h40: src_mac_sel      = mac_3;
        default: src_mac_sel   = mac_0;
      endcase  
   end
   always @(*) begin
      out_tlast_next                = in_fifo_tlast;
      out_tdata_next                = in_fifo_tdata;
      out_tuser_next                = in_fifo_tuser;
      out_keep_next                 = in_fifo_keep;
      out_tvalid_next               = 0;
      rd_preprocess_info            = 0;
      state_next                    = state;
      in_fifo_rd_en                 = 0;
      to_from_cpu_next              = to_from_cpu;
      dst_port_next                 = dst_port;
      pkt_sent_from_cpu             = 0;
      pkt_sent_to_cpu_options_ver   = 0;
      pkt_sent_to_cpu_arp_miss      = 0;
      pkt_sent_to_cpu_lpm_miss      = 0;
      pkt_sent_to_cpu_bad_ttl       = 0;
      pkt_forwarded                 = 0;
      pkt_dropped_checksum          = 0;
      pkt_sent_to_cpu_non_ip        = 0;
      pkt_dropped_wrong_dst_mac     = 0;
      pkt_sent_to_cpu_dest_ip_hit   = 0;
      case(state)
        WAIT_PREPROCESS_RDY: begin
           if(preprocess_vld) begin
              if(is_from_cpu) begin
                 to_from_cpu_next     = 1;
                 dst_port_next        = from_cpu_output_port;
                 rd_preprocess_info   = 1;
                 state_next           = SEND_PKT;
                 pkt_sent_from_cpu    = 1;
              end
              else if(is_for_us && (input_port_num==mac_dst_port_num || is_broadcast)) begin
                 if(is_ip_pkt) begin
                    if(ip_checksum_is_good) begin
                       if(dest_ip_hit || (ip_hdr_has_options | !ip_ttl_is_good | !arp_lookup_hit | !lpm_lookup_hit)) begin
                          rd_preprocess_info            = 1;
                          to_from_cpu_next              = 1;
                          dst_port_next                 = to_cpu_output_port;
                          state_next                    = SEND_PKT;
                          pkt_sent_to_cpu_dest_ip_hit   = dest_ip_hit;
                          pkt_sent_to_cpu_bad_ttl       = !ip_ttl_is_good & !dest_ip_hit;
                          pkt_sent_to_cpu_options_ver   = ip_hdr_has_options &
                                                          ip_ttl_is_good & !dest_ip_hit;
                          pkt_sent_to_cpu_lpm_miss      = !lpm_lookup_hit & !ip_hdr_has_options &
                                                          ip_ttl_is_good & !dest_ip_hit;
                          pkt_sent_to_cpu_arp_miss      = !arp_lookup_hit & lpm_lookup_hit &
                                                          !ip_hdr_has_options & ip_ttl_is_good &
                                                          !dest_ip_hit;
                       end
                       else if (!is_broadcast) begin
                          to_from_cpu_next   = 0;
                          dst_port_next      = output_port;
                          state_next         = CHANGE_PKT;
                          pkt_forwarded      = 1;
                       end  
                       else begin
                          pkt_dropped_wrong_dst_mac   = 1;
                          rd_preprocess_info          = 1;
                          state_next                  = DROP_PKT;
                       end
                    end  
                    else begin
                       pkt_dropped_checksum   = 1;
                       rd_preprocess_info     = 1;
                       state_next             = DROP_PKT;
                    end  
                 end  
                 else begin  
                    pkt_sent_to_cpu_non_ip   = 1;
                    rd_preprocess_info       = 1;
                    to_from_cpu_next         = 1;
                    dst_port_next            = to_cpu_output_port;
                    state_next               = SEND_PKT;
                 end  
              end  
              else begin  
                 pkt_dropped_wrong_dst_mac   = 1;
                 rd_preprocess_info          = 1;
                 state_next                  = DROP_PKT;
              end  
           end  
        end  
        CHANGE_PKT: begin
           if(in_fifo_vld && out_tready) begin
              out_tuser_next[C_AXIS_DST_PORT_POS+7:C_AXIS_DST_PORT_POS] = dst_port;
              out_tvalid_next	= 1;
              in_fifo_rd_en	= 1;
              out_tdata_next 	= {next_hop_mac,src_mac_sel,in_fifo_tdata[C_S_AXIS_DATA_WIDTH-97:C_S_AXIS_DATA_WIDTH-176],ip_new_ttl[7:0],in_fifo_tdata[C_S_AXIS_DATA_WIDTH-185:C_S_AXIS_DATA_WIDTH-192],ip_new_checksum,in_fifo_tdata[C_S_AXIS_DATA_WIDTH-209:0]};
              rd_preprocess_info= 1;
              if(in_fifo_tlast)
                  state_next =  WAIT_PREPROCESS_RDY;
              else
                  state_next = SEND_PKT;
            end
        end
        SEND_PKT: begin
            if(in_fifo_vld && out_tready) begin
              out_tuser_next[C_AXIS_DST_PORT_POS+7:C_AXIS_DST_PORT_POS] = dst_port; 
              out_tvalid_next	= 1;
              in_fifo_rd_en	= 1;
              if(in_fifo_tlast)
                  state_next =  WAIT_PREPROCESS_RDY;
            end
        end
        DROP_PKT: begin
           if(in_fifo_vld) begin
              in_fifo_rd_en = 1;
              if(in_fifo_tlast)
                 state_next = WAIT_PREPROCESS_RDY;
           end
        end
        default: ;
      endcase  
   end  
   always @(posedge clk) begin
      if(reset) begin
         state             <= WAIT_PREPROCESS_RDY;
         out_tvalid        <= 0;
         out_tdata         <= 0;
         out_tuser         <= 0;
         out_keep	   <= 0;
         out_tlast	   <= 0;
         to_from_cpu       <= 0;
         dst_port          <= 'h0;
      end
      else begin
         state             <= state_next;
         out_tvalid	   <= out_tvalid_next;
         out_tlast         <= out_tlast_next;
         out_tdata	   <= out_tdata_next;
         out_tuser         <= out_tuser_next;
         out_keep         <= out_keep_next;
         to_from_cpu       <= to_from_cpu_next;
         dst_port          <= dst_port_next;
      end  
   end  
endmodule  
--- flow/run.sh ---
#!/bin/bash
# OpenROAD 26Q1-2900-gdf79404cd8, Yosys 0.63+post, stock flow scripts
make -C /OpenROAD-flow-scripts/flow DESIGN_CONFIG=/design/flow/config.mk WORK_HOME=/design/flow/orfs finish
--- flow/config.mk ---
export PLATFORM = sky130hd
export DESIGN_NAME = op_lut_process_sm
export DESIGN_NICKNAME = op_lut_process_sm
export VERILOG_FILES = /design/flow/design.v
export SDC_FILE = /design/flow/constraint.sdc
export NUM_CORES = 4
export LEC_CHECK = 1
export CORE_AREA = 10 10 662 662
export DIE_AREA = 0 0 672 672
--- flow/constraint.sdc ---
current_design op_lut_process_sm

set clk_period 6.0
set clk_io_pct 0.2

create_clock -name clk0 -period $clk_period [get_ports {clk}]

set non_clock_inputs [all_inputs -no_clocks]
set_input_delay [expr $clk_period * $clk_io_pct] -clock clk0 $non_clock_inputs
set_output_delay [expr $clk_period * $clk_io_pct] -clock clk0 [all_outputs]
==> flow_summary_export.csv <==
group,metric,value,unit
synthesis,ys_sh_mux,0.0114,
die,die_w,672,µm
detailed_routing,wirelength,375000,µm
flow_run,warning_count,30,
setup_path,critPathBufInv,3,
timing,rsz0062_at_grt,"false",
setup_path,crit_family,"buffers and inverters",
cts,clk_root_buffer_cell,"clkbuf_16",
cts,cts-root-to-sink-buffers,4,
setup_path,crit_path_start,"is_from_cpu_vld",
synthesis,async_flop_share,0,
synthesis,yosysTopAreaCellShare,0.653,
cells_and_area,fin_util,0.118,
pwr,ir_worst_vdd,0.225,mV
die,coreArea,0.424,mm²
setup_path,cp.required,4.80,ns
place,dpl.hpwl,345000,µm
synthesis,ys_seq_frac,0.653,
synthesis,yosys.area.top_type,"dfxtp_1",
setup_path,crit_type,"primary input to output port",
cts,numClockSinks,718,
setup_path,crit_path_max_fanout,8,
cts,cts_hold_buf,0,
die,io_pins,1737,
setup_path,crit_chain,"clkdlybuf4s50_1 -> and3_1 -> nand4_2 -> buf_4 -> or3_1 -> nor3_1 -> and3_1 -> clkdlybuf4s50_1",
place,io_buffers,1735,
cts,cts_setup_buffers,0,
timing,fin_crit_sh,0.930,
synthesis,yosys_area,0.0220,mm²
detailed_routing,wire_per_inst,39.2,µm
cells_and_area,area_growth,127,%
detailed_routing,first_pass_iters,5,
synthesis,avgSynthCellArea,10.7,µm²
cts,cts.clk_slew.worst_paths,0.06,ns
timing,maxSlewViolCount,0,
pwr,leakage,17.1,nW
timing,fmax,179,MHz
timing,period_minus_slack,5.58,ns
grt,grt_max_degree,104,
synthesis,ys_sh_xor,0.00119,
cells_and_area,drive_above_1_share,0.0674,
worst_hold_path,min_path_type,"flop to flop",
setup_path,endpoint_kind,"output port",
detailed_routing,num_vias,24043,
cts,clk_latency,0.85,ns
synthesis,ys_sh_simple,0.232,
setup_path,crit_arrival,4.38,ns
timing,clock_skew,0.0489,ns
timing,timing_hold_violations_final,0,
die,fp-utilization,0.0519,
detailed_routing,drc,0,
detailed_routing,drtAntennaViolNets,0,
status,run_status,"finished, final reports clean",
cts,numCtsBuffers,107,
detailed_routing,drtIter0Drc,1039,
timing,setup_tns,0,ns
cts,tritoncts,"built",
setup_path,worstSetupStartpointType,"primary input",
synthesis,top_cells_by_area,"dfxtp_1 65%, nor2b_1 16%, nand2_1 3.4%",
synthesis,edf_count,0,
pwr,power_density,283,mW/mm²
synthesis,compound_area_frac,0.0761,
cells_and_area,fillers,48281,
place,place.gp.congestion,0.933,
synthesis,ys_sh_adder,0,
cts,cts_resized,0,
synthesis,netlist_area,0.0220,mm²
die,rows,239,
worst_hold_path,holdCritStartpoint,"dst_port[2]",
synthesis,ys_warn_count,1,
synthesis,ys_cells,2054,
synthesis,yosys_most_used_dff,"dfxtp_1",
grt,grt_pass1_wl,427000,µm
synthesis,synth_cell_types,41,
timing,relSlewSlack,0.166,
setup_path,cp_slowest_cell,"clkdlybuf4s50_1",
detailed_routing,avgViaCountPerCell,2.51,
grt,grt.total_usage,0.163,
timing,setup-violations-final,0,
setup_path,timing.rr.start,"state[3]",
setup_path,max_stage_delay,0.69,ns
cts,htreeDepth,3,
flow_run,max-cap-violations,0,
timing,worst_pin_slew,1.25,ns
grt,antenna_found_initial,355,
die,die_h,672,µm
synthesis,synthCells,2054,
synthesis,numSynthFlops,718,
synthesis,top_logic_kind,"simple AND/OR/NAND/NOR gates",
grt,grt_pass1_vias,23443,
grt,grt-ovfl-total,0,
die,die_area,0.452,mm²
==> registers in the layout (all words and copies together), names as in the netlist <==
signal and flops:
out_tuser 128, out_tlast 1, out_tdata 512, out_keep 64, state 4, dst_port 8, out_tvalid 1
==> layer usage <==
layer | vias to the layer above | GRT usage | share of wire
met5 | - | 0 | 0.0011
met3 | 783 | 0.115 | 0.16
met1 | 11050 | 0.156 | 0.32
li1 | 10178 | - | -
met2 | 1972 | 0.287 | 0.50
met4 | 60 | 0.0300 | 0.030
==> cells in the mapped netlist, drive strengths merged (2+ instances only) <==
cell / instances
dfxtp: 718
and3: 4
a22oi: 48
nor2: 66
a221o: 2
or3: 4
nand2: 200
o21ai: 50
inv: 3
a221oi: 48
nand3: 2
a21oi: 76
o31ai: 8
mux2i: 16
clkbuf: 122
nor3b: 3
nor2b: 580
buf: 20
xnor2: 3
nor3: 52
mux2: 8
nand3b: 8
==> power by group <==
part           internal (mW)  total (mW)  leakage [nW]  switching, mW
Combinational           1.13        2.15          9.28           1.02
Clock                   4.07        6.90          1.83           2.83
Sequential              5.02        5.10          5.98         0.0794
==> worst register-to-register path, cell delays in order (launching register included) <==
cell and delay, ns:
dfxtp_1 0.42, nand3_4 0.37, buf_4 0.44, a221oi_1 0.89, nor3_1 0.12
==> final timing paths <==
| kind | to | slack (ns) | cells after the start |
|---|---|---|---|
| min reg2reg | dst_port[2] | 0.49 | 2 |
| max | pkt_sent_to_cpu_options_ver | 0.42 | 8 |
| min | dst_port[2] | 0.49 | 2 |
| max reg2reg | out_tdata[417] | 3.62 | 4 |
==> stage by stage <==
step | setup WS, ns | cells | area (µm²) | hold WS [ns] | power, mW
final | 0.418 | 9565 | 50000 | 0.492 | 14.2
after global routing | 0.214 | 9555 | 50000 | 0.515 | 14.7
after CTS | 0.177 | 9536 | 49900 | 0.492 | 14.6
after detailed placement | 0.189 | 9343 | 46200 | 0.475 | 7.42
after global placement | 0.182 | 9343 | 46200 | 0.470 | 7.43
after floorplan | 2.31 | 2054 | 22000 | 0.436 | 5.41
==> cells in the final DEF (no fill, tap or decap), types with 5 or more instances in the layout <==
master and count:
nor2_1 65, mux2_2 8, clkbuf_8 21, diode_2 29, a221oi_1 28, clkinv_2 18, o21ai_0 50, clkbuf_1 9
clkbuf_16 107, nand2_1 200, nor2b_1 579, mux2i_1 16, buf_4 33, a22oi_1 48, clkinvlp_4 6, nand3b_1 8
clkinv_4 5, inv_6 10, dfxtp_1 718, clkdlybuf4s50_1 1730, nor3_1 52, a21oi_1 76, bufinv_16 12, a221oi_2 20
o31ai_1 8
==> cells by family (layout without fill, tap and decap cells) <==
| kind of cell | Yosys count | count (layout) |
|---|---|---|
| compound gates | 239 | 239 |
| flops | 718 | 718 |
| mux | 24 | 24 |
| xor+xnor | 3 | 3 |
| buf+inv | 145 | 1964 |
| simple gates | 925 | 925 |
| other cells | 0 | 29 |
==> area by class of cell <==
class	instances	area, µm²	share of cell area
Timing Repair Buffer	1768	17600	0.353
Sequential cell	718	14400	0.287
Multi-Input combinational cell	1191	7090	0.142
Tap cell	5663	7090	0.142
Clock buffer	137	3000	0.0600
Clock inverter	56	724	0.0145
Antenna cell	29	72.6	0.00145
Inverter	3	11.3	0.000225
Power and IR drop assume default switching activity.
